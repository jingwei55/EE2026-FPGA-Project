**./design.v**
```verilog
`timescale 1ns / 1ps
module cal_dist(input CLOCK, input [6:0] set_x1, set_y1, set_x2, set_y2, output reg [13:0] distance);
    wire [6:0] x, y;
    wire [13:0] dist;
    reg [13:0] root, square;
    reg [13:0]approx = 1;
    reg [31:0] COUNT = 0;
        assign x = (set_x1 > set_x2) ? set_x1 - set_x2 : set_x2 - set_x1;
        assign y = (set_y1 > set_y2) ? set_y1 - set_y2 : set_y2 - set_y1;
        assign dist = x*x + y*y;
    always @(posedge CLOCK) begin
        if (!(set_x1 && set_y1 && set_x2 && set_y2)) begin 
        square <= approx * approx;
        if (square < dist) approx <= approx + 1;
        else distance <= approx;
        end
    end
endmodule
```
**./run.sh**
```bash
#!/bin/bash
# OpenROAD 26Q1-2900-gdf79404cd8, Yosys 0.63+post, stock flow scripts
make -C /OpenROAD-flow-scripts/flow DESIGN_CONFIG=/design/flow/config.mk WORK_HOME=/design/flow/orfs finish
```
**./config.mk**
```make
export PLATFORM = sky130hd
export DESIGN_NAME = cal_dist
export DESIGN_NICKNAME = cal_dist
export VERILOG_FILES = /design/flow/design.v
export SDC_FILE = /design/flow/constraint.sdc
export NUM_CORES = 4
export LEC_CHECK = 1
export CORE_UTILIZATION = 50
```
**./constraint.sdc**
```tcl
current_design cal_dist

set clk_period 22.3
set clk_io_pct 0.2

create_clock -name clk0 -period $clk_period [get_ports {CLOCK}]

set non_clock_inputs [all_inputs -no_clocks]
set_input_delay [expr $clk_period * $clk_io_pct] -clock clk0 $non_clock_inputs
set_output_delay [expr $clk_period * $clk_io_pct] -clock clk0 [all_outputs]
```
==> flow_summary.yaml <==
# generated from flow reports
sta:
  hold_viol_final: 0
  rsz0062_at_grt: "no"
  timing.final.ws_setup_ns: 8.45
  fmax_mhz: 72.2
  clock_skew_ns: 0.00346
  finalSetupTns_ns: 0
  fin_crit_sh_pct: 62.1
  relSlewSlack_pct: 50.9
  drv_slew: 0
  worst_slew_pin_slew_ns: 0.734
  period_needed_ns: 13.85
  finalSetupViolations: 0
clock_network:
  clk_pin_slew_ns: 0.05
  cts_tree: "done"
  ctsResizeCount: 0
  cts_max_level: 2
  ctsLongestPathBuffers: 2
  postCtsSetupBuffers: 0
  cts_made_buffers: 5
  insertion_delay_ns: 0.28
  cts.sinks: 41
  root_buffer: "clkbuf_16"
  cts-hold-fix-buffers: 0
setup_path:
  crit_arrival_ns: 13.82
  critPathMaxStageDelay_ns: 0.52
  slowest_stage: "fa_1"
  critPathKind: "input pin to register"
  critPathLaunchType: "input pin"
  path_max_fanout: 14
  worst-endpoint-required_ns: 22.27
  cpMostUsedCell: "fa_1"
  end_kind: "register"
place:
  portBuffers: 42
  gp_congestion: 0.913
  place_worst_setup_slack_ns: 8.13
  dp_hpwl_mm: 12.0
yosys:
  syn_area_mm2: 0.00759
  yosysCellCount: 775
  avgSynthCellArea_um2: 9.80
  synthFlopType: "edfxtp_1"
  yosys_area_mm2: 0.00759
  yosysWarnings: 1
  common_cells: "182 x inv_1, 123 x ha_1, 100 x fa_1, 41 x edfxtp_1, 41 x nor2_1"
  ys_ff: 41
  synth_cell_type_count: 50
  top_cell_area_share_pct: 26.4
  synth-edff-count: 41
  top_cell: "inv_1"
  top_area_cell: "fa_1"
  synthArstFlopShare_pct: 0
  syn_inst: 775
  top_cells_by_area: "fa_1 26%, ha_1 20%, edfxtp_1 16%, inv_1 9.0%, xnor2_1 4.4%"
  synth_seq_share_pct: 16.2
final_layout:
  syn2layout_area_growth_pct: 10.1
  regArea_mm2: 0.00123
  comb_area_mm2: 0.00564
  n_fill_cell: 1286
  drive_above_1_share_pct: 3.55
global_routing:
  overflow: 0
  grt_pass1_wl_mm: 25.0
  grt_usage_pct: 21.0
  antenna_found_initial: 0
  grt_pass1_vias: 5400
  grt_max_degree: 17
floorplanning:
  top_level_ports: 43
  dieArea_mm2: 0.0157
  fp_util_pct: 51.7
  die_x_um: 125
  core_area_mm2: 0.0147
  num_rows: 44
  die_height_um: 125
route:
  drc: 0
  routed_wl_mm: 14.1
  vias: 5050
  first_pass_iters: 6
  post_drt_wl_per_cell_um: 14.1
  drt_iter0_drc: 164
  diodes: 0
  drtAntennaViolNets: 0
  via_per_inst: 5.05
outcome:
  status: "completed"
worst_hold_path:
  hp-class: "register to register"
flow_run:
  warnings: 41
  maxCapViolations: 0
[worst max-delay path: cells and delay by family]
family                     cells  cell delay, ns
adders and majority gates      9            3.97
AOI/OAI and AO/OA             12            2.81
buffers and inverters          6            0.98
muxes                          2            0.58
and+or+nand+nor                3            0.52
xor gates and xnor gates       1            0.47
[flip-flops by register name (all words and copies together) (netlist names)]
name,cells
distance,14
approx,14
square,13
[stage by stage]
stage	hold WS (ns)	cells	area [um^2]	utilization (%)
after floorplan	0.424	775	7590	-
after global placement	0.484	993	8220	55.9
after detailed placement	0.469	993	8220	55.9
after CTS	0.484	1000	8360	56.9
after global routing	0.487	1000	8360	56.9
final	0.483	1000	8360	56.9
[cell families (layout without fill, tap and decap cells)]
kind of cell | after synthesis | count (layout) | share of synthesized area [%]
adders and majority gates | 223 | 223 | 46.6
buffers and inverters | 193 | 234 | 9.64
and+or+nand+nor | 165 | 165 | 10.9
AOI/OAI and AO/OA | 83 | 83 | 7.48
xor gates and xnor gates | 56 | 56 | 7.04
DFF | 41 | 41 | 16.2
muxes | 14 | 14 | 2.04
[layer usage]
layer | share of wire (%) | vias up | track usage, %
met5 | 0 | - | 0
met4 | 0.88 | 0 | 1.65
met3 | 3.3 | 12 | 4.01
met2 | 51 | 70 | 36.2
met1 | 45 | 2413 | 30.3
li1 | - | 2555 | -
[layout by cell type (no fill, tap or decap), types with 2 or more instances in the layout]
cell type and n:
nor4_1 4, or3_1 2, nand2b_1 11, nand4_1 9
a221oi_1 2, edfxtp_1 41, clkbuf_16 5, a21o_1 13
or2_2 4, a221oi_2 2, clkdlybuf4s50_1 42, mux2i_1 11
nand3_1 11, nand2_1 33, fa_1 100, inv_1 182
xor2_1 13, o21ai_1 4, and2_1 29, nor2b_1 8
o21bai_1 10, o21a_1 2, a21oi_1 29, buf_4 3
xnor2_2 3, ha_1 123, xnor2_1 38, nor2_2 3
nor2_1 41, nor3_1 6, mux2_1 2, o21ai_0 9
[path summary, 6_finish.rpt]
path | slack [ns] | to | depth (start not counted) | start
hold reg to reg | 0.48 | distance[13] | 0 | approx[13]
setup / recovery | 8.45 | approx[13] | 33 | set_x1[2]
setup reg to reg | 16.97 | square[11] | 16 | approx[3]
hold / removal | 0.48 | distance[13] | 0 | approx[13]
[cell type report]
cell class	count	share of cell area (%)
multi-input cells	541	67.4
flip-flops and latches	41	14.7
inverters	182	8.17
repair buffers	45	5.30
well taps	184	2.75
clock buffers	5	1.50
clock inverters	2	0.135
